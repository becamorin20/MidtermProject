<file path="./run.sh">
#!/bin/bash
# OpenROAD 26Q1-2900-gdf79404cd8, Yosys 0.63+post, stock flow scripts
make -C /OpenROAD-flow-scripts/flow DESIGN_CONFIG=/design/flow/config.mk WORK_HOME=/design/flow/orfs finish
</file>
<file path="./config.mk">
export PLATFORM = sky130hd
export DESIGN_NAME = CS151_ALU
export DESIGN_NICKNAME = CS151_ALU
export VERILOG_FILES = /design/flow/design.v
export SDC_FILE = /design/flow/constraint.sdc
export NUM_CORES = 4
export LEC_CHECK = 1
export CORE_UTILIZATION = 40
</file>
<file path="./constraint.sdc">
current_design CS151_ALU

set clk_period 15.7
set clk_io_pct 0.2

create_clock -name clk0 -period $clk_period

set non_clock_inputs [all_inputs -no_clocks]
set_input_delay [expr $clk_period * $clk_io_pct] -clock clk0 $non_clock_inputs
set_output_delay [expr $clk_period * $clk_io_pct] -clock clk0 [all_outputs]
</file>
<file path="./design.v">
`timescale 1ns / 1ps
module CS151_ALU(
   input [31:0] operandA,
   input [31:0] operandB,
   input [3:0] ALUopsel,  
   output [31:0] ALUresult,
   output overflow,
   output equal,
   output [1:0] carry 
   );
   reg [31:0] ALUoutput;
   wire [33:0] carry_temp; 
   wire [31:0] equal_temp;
   wire [31:0] temp_overflow;
   assign ALUresult = ALUoutput;
   assign carry_temp = {2'b00,operandA} + {2'b00,operandB};
   assign carry = carry_temp[33:32];
   assign equal_temp = operandA ^ operandB;
   assign equal = (equal_temp == 0) ? 1:0;
   assign overflow = temp_overflow;
   assign overflow = (temp_overflow[31] == 1) ? 1:0;
   always @(*)
   begin 
    case (ALUopsel)
    4'b0000: 
        begin
        end 
    4'b0001:  
        ALUoutput = operandA + operandB;
    4'b0010:  
        begin 
        ALUoutput = operandA - operandB;
        if (ALUoutput[31] == 1) begin 
            ALUoutput = ~ALUoutput + 1;  
            end
        end 
    4'b0101:  
        ALUoutput = operandA && operandB;
    4'b0110:  
        ALUoutput = operandA || operandB;
    4'b0111:  
        ALUoutput = !operandA;
    4'b1000:  
        ALUoutput = operandA ^ operandB;
    4'b1001:  
        ALUoutput = operandA << 1;  
    4'b1011:  
        ALUoutput = operandA;
    endcase
  end
endmodule
</file>
==> out/metrics.csv <==
stage;metric;value;unit
logic_synthesis;Post-synth ARST share;0;
logic_synthesis;yosys stat cell total;891;
drt;drc violations;0;
final_layout;Layout Utilization;0.489;
place;dpl hpwl;18.2;mm
hold_path;HP Class;input pin to output port;
pwr;Tot Pwr;0.343;mW
critical_path;worst-path fanout max;6;
logic_synthesis;yosys stat area;0.00614;sq mm
place;DP Area;0.00722;sq mm
critical_path;Slowest Stage Delay on Critical Path;560;ps
timing;number of unconstrained endpoints;64;
floorplanning;Die Span X;126;um
final_layout;layout cell share with drive strength beyond 1;0.0538;
pwr;Max IR drop VDD;0.0166;mV
final_layout;Logic area;0.00517;sq mm
floorplanning;die height;126;um
logic_synthesis;EDFF count, synth;0;
grt;GRT Total Usage;0.291;
pwr;pwr dens;47.5;mW/mm^2
drt;antenna-violating nets left;0;
final_layout;max reg flops;32;
timing;final worst slack;5650;ps
grt;first-pass GRT wire length;35.8;mm
critical_path;crit end category;output port;
critical_path;critical path's top delay family;AND-OR/OR-AND gates;
grt;initial antenna violation count;0;
logic_synthesis;Distinct cells, synth;87;
grt;largest net degree at the start of global routing;35;
grt;routing usage on met2;0.458;
grt;routing usage on met3;0.0368;
logic_synthesis;Cell area leaders;ha_1 13%, dlxtn_1 7.8%, a21oi_1 6.8%, nor2_1 5.0%, o21ai_0 5.0%;
place;GP Congestion;0.966;
logic_synthesis;Synth Instances;891;
timing;fmax;0.0995;GHz
timing;minimum clock period;10050;ps
clock_tree;postcts setup bufs;0;
job;Max Cap Viol;0;
timing;endpoints failing setup;0;
critical_path;CP startpoint kind;input pin;
final_layout;Reg area;480;sq um
logic_synthesis;Mapped Avg Cell Area;6.89;sq um
pwr;leakage power;2.94;nW
critical_path;Req. time, crit path;12560;ps
final_layout;most frequent cells in the layout;102 x clkdlybuf4s50_1, 84 x a21oi_1, 81 x nor2_1;
timing;Rel. slew slack;0.401;
timing;actual slew at the worst max-slew pin;886;ps
grt;GR peak layer;met2;
critical_path;Slowest-stage cell, CP;clkdlybuf4s50_1;
job;OpenROAD warning count;63;
grt;global route overflow;0;
drt;Diodes inserted;0;
logic_synthesis;synth warn;2;
logic_synthesis;area leader, netlist;ha_1;
logic_synthesis;flops & latches, synth;32;
logic_synthesis;Top FF cell, synth;dlxtn_1;
logic_synthesis;Synth top area share;0.130;
final_layout;fill count;1507;
final_layout;Finished Cell Area;0.00722;sq mm
drt;detailed-route via count;6927;
timing;post-route setup TNS;0;ps
grt;vias in the first global route;6383;
floorplanning;Die ar.;0.0158;sq mm
final_layout;Area Growth Syn to Fin;17.5;%
critical_path;CP Class;input pin to output port;
logic_synthesis;mapped cell area;0.00614;sq mm
drt;wire per inst;20.2;um
timing;register pins left without a clock;32;
critical_path;worst path cell trace;clkdlybuf4s50_1 > ha_1 > inv_1 > fa_1 > o21bai_1 > a21oi_1 > a21oi_1 > and3_1 > nor3_1 > o41ai_1 > buf_4 > a221oi_1 > o21bai_1 > nand3b_1 > nand2_1 > clkdlybuf4s50_1;
timing;unrepaired setup endpoints after global routing;no;
place;DP Worst Slack;5680;ps
floorplanning;Core ar.;0.0148;sq mm
floorplanning;Cell Rows;44;
drt;final WL;22.9;mm
critical_path;Buf+Inv Stages, Crit Path;4;
timing;Final period util;0.640;
place;Buffers on Ports;102;
clock_tree;PostCTS Resize Cnt;0;
outcome;outcome;completed;
clock_tree;hold buffer count at CTS;0;
drt;First DRT Iteration DRCs;673;
grt;GR Layer Usage met1;0.419;
drt;vias per cell;6.12;
timing;Hold Fails Final Rpt;0;
final_layout;most numerous logic cell after layout;clkdlybuf4s50_1;
timing;fin. max-slew vios;0;
drt;Detailed Routing Iterations Pass 1;6;
floorplanning;Top Ports;104;
critical_path;CP arrival;6910;ps
floorplanning;Pre-Place Util;0.416;
-- per-layer routing --
metal | share of wire | vias up
met5 | 0 | -
met4 | 0.032 | 0
met3 | 0.063 | 37
met2 | 0.45 | 256
met1 | 0.46 | 3206
li1 | - | 3428
-- worst min-delay path: stages --
cell and delay [ps]:
clkdlybuf4s50_1 520, ha_1 160, a21oi_1 40, nand2_1 60, clkdlybuf4s50_1 460
-- kinds of logic after synthesis --
kind of cell	after synthesis	share of synthesized area
compound gates	324	0.360
xor+xnor	58	0.0827
fa+ha+maj	66	0.137
buf+inv	120	0.0825
latches	32	0.0783
mux	2	0.00367
other cells	1	0.000611
simple gates	288	0.255
-- final timing paths --
path  endpoint  slack [ps]  depth (start not counted)         start
max   carry[0]        5650                         16   operandA[0]
min   carry[0]        7520                          5  operandB[31]
-- area by class of cell --
cell class	instances	share of cell area
Multi-Input combinational cell	740	0.716
Tap cell	184	0.0319
Timing Repair Buffer	112	0.152
Sequential cell	32	0.0666
Inverter	64	0.0333
-- synthesized netlist by cell type, drive strengths merged (5+ instances only) --
library cell and instances:
a211o 10, a211oi 10, a21o 15, a21oi 86, a221oi 24, a22oi 9
a31oi 11, and2 6, and3 12, buf 22, clkbuf 34, dlxtn 32
ha 64, inv 64, nand2 49, nand2b 15, nand3 19, nand4 10
nor2 83, nor2b 7, nor3 19, nor4 30, o211ai 13, o21a 7
o21ai 72, o21bai 9, o22ai 8, o31ai 9, o41ai 7, or2 5
or3 9, xnor2 31, xor2 27
-- report_power, final --
part           total [mW]  switching (mW)  internal (mW)
registers          0.0186         0.00183         0.0168
logic               0.324           0.190          0.134
clock network           0               0              0
-- stage by stage --
stage | hold WS, ps | instances
2_1_floorplan | 6460 | 892
3_3_place_gp | 7520 | 1132
3_5_place_dp | 7530 | 1132
4_1_cts | 7540 | 1132
5_1_grt | 7570 | 1132
6_report | 7520 | 1132
Power and IR drop assume default switching activity.
