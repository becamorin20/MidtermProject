$ cat ./design.v
`timescale 1ns / 1ps
module MUX1(
    input MUXsel1,
    input [31:0] Din_0,
    input [31:0] Din_1,
    output [31:0] OperandB
    );
    wire [31:0] OperandB;
    assign OperandB = (MUXsel1 == 0) ? Din_0 : Din_1;
endmodule
$ cat ./run.sh
#!/bin/bash
# OpenROAD 26Q1-2900-gdf79404cd8, Yosys 0.63+post, stock flow scripts
make -C /OpenROAD-flow-scripts/flow DESIGN_CONFIG=/design/flow/config.mk WORK_HOME=/design/flow/orfs finish
$ cat ./config.mk
export PLATFORM = sky130hd
export DESIGN_NAME = MUX1
export DESIGN_NICKNAME = MUX1
export VERILOG_FILES = /design/flow/design.v
export SDC_FILE = /design/flow/constraint.sdc
export NUM_CORES = 4
export LEC_CHECK = 1
export CORE_AREA = 10 10 70 70
export DIE_AREA = 0 0 80 80
$ cat ./constraint.sdc
current_design MUX1

set clk_period 1.0
set clk_io_pct 0.2

create_clock -name clk0 -period $clk_period

set non_clock_inputs [all_inputs -no_clocks]
set_input_delay [expr $clk_period * $clk_io_pct] -clock clk0 $non_clock_inputs
set_output_delay [expr $clk_period * $clk_io_pct] -clock clk0 [all_outputs]
==> COMMIT_EDITMSG <==
Log flow metrics for this revision

- The flow ran to the end, but the final reports show violations.
* Failing checks: negative setup slack
- Maximum Capacitance Violations: 0
* Top cells by count: sky130_fd_sc_hd__mux2_4 (30), sky130_fd_sc_hd__buf_12 (3), sky130_fd_sc_hd__mux2_2 (2)
- For reference, the most critical setup path is categorized as in2out.
- FF+latch area: 0 um2
- In the finished design, the share of the clock period the worst path needs comes to 1.10.
* Setup slack after layout: -0.101 ns
- Switching power as a fraction of the total was reported as 0.225.
* Total number of vias: roughly 720
* Inst Count DP: ~180
- Data required time of the worst path: approximately 0.80 ns
* Type of element launching the critical path: input pin
- Count leader, synth: sky130_fd_sc_hd__mux2_4
- Synthesis handed over a netlist of 36 instances.
- Max VDD drop: between 150 and 200 uV
* Count of cell types in the netlist: 4
- Final weighted congestion in routability-driven placement: 0.760
* Relative max-transition margin: 0.934
- The finished layout holds roughly 180 standard cells, fillers aside.
- The power report attributes to the clock group a share of 0.
* Worst Hold Launch: Din_0[25]
- Based on the critical path, the design can be clocked at up to slightly above 900 MHz.
* I/O Buffers: 97
- The initialized floorplan defines 21 standard-cell rows.
- Maximum number of pins on one net before global-route repair: 10
* Wire length of the first global-routing pass: 4310 um
- Count of fill cells added during filler insertion: 335
- By area the synthesized netlist is led by sky130_fd_sc_hd__mux2_4 (83%), sky130_fd_sc_hd__buf_12 (11%), sky130_fd_sc_hd__mux2_2 (4.1%).
- Area grow syn2layout: 188%
* Vertical die size: ~80 um
- After synthesis, the design contains 36 cells according to Yosys.
- Critical path endpoint category: output port
- Area of the mapped netlist: about 540 um2
* Mean cell area of the mapped netlist: between 15 and 20 um2
- According to the Yosys statistics, the synthesized design has a chip area of 544 um2.
* Largest fanout on the critical path: 6
- Across all hold checks on the routed design, the worst slack comes to 0.794 ns.
- The layout has 0 clock buffers.
* Number of vias per cell: 3.98
- The area fraction of the largest cell type after synthesis is 0.828.
- # diodes: 0
- Counting endpoints that fail hold in the final report gives 0.
- Tally of OpenROAD warnings: 34
- Total power density per cell area: just under 400 nW/um2
* Placeable Area: 3420 um2
- Worst-Margin Slew: about 0.1 ns
- Number of endpoints failing setup at the final stage: 32
- Sequential fraction of the synthesis area: 0
* Ys Warns: 0
* Initial antenna violation count: 0
* Arrival time worst endpoint: ~0.90 ns
* Final Core Density: 0.458
- Via count of the first global-routing pass: a little over 800
- For this run the aggregate overflow at the end of global routing stands at 0.
* Count of routing violations after the opening detailed-route iteration: 3
* Post-detailed-route DRC marker count: 0
* Chip Footprint: roughly 6400 um2
* Core Util at FP: 0.159
- The power report attributes to the combinational group a share of 1.000.
* Endpoint, Worst Hold: OperandB[25]
- Tally of nets with antenna violations remaining after routing: 0
* Share of cells above drive strength 1: 0.526
- Unrepaired setup endpoints after global routing: yes
* Minimum clock period: 1.10 ns
* HPWL after detailed placement: 2410 um
- For this sky-water flow run, the detailed-routed wirelength per cell is reported as between 15 and 20 um.
- The final layout contains routed wiring with a total length of between 2000 and 3000 um.
- Summed over all nets, the switching power comes to 0.138 mW.
- Of the total power, registers draw 0.
* Hold depth: 3
- The synthesized design spends more area on one cell type than any other, namely sky130_fd_sc_hd__mux2_4.
- The floorplan report gives the top-level pin count as 97.
- Total global-route track usage over all layers is 0.0829.
- The power report puts the leakage power at roughly 0.85 nW.
- There are 0 flip-flops and latches.
- Class of the worst hold path: in2out
* Chip Width: about 80 um
* Number of max-slew violations in the final report: 0
* Design internal power: around 0.48 mW
- In the log, the iteration count for the first detailed-route pass is 2.
-- worst max-delay path: stages --
cell,delay [ns]
sky130_fd_sc_hd__buf_16,0.13
sky130_fd_sc_hd__clkbuf_16,0.16
sky130_fd_sc_hd__mux2_4,0.30
sky130_fd_sc_hd__buf_6,0.11
-- worst max-delay path by stage --
stage / from / end / slack (ns)
global route: MUXsel1 / OperandB[26] / -0.11
CTS: MUXsel1 / OperandB[2] / -0.09
finish: MUXsel1 / OperandB[26] / -0.10
-- what timing repair did --
item,in CTS,in global routing
gates cloned,3,1
endpoints found under the setup margin,32,32
resized,186,6
pin swaps,0,0
buffers inserted,0,0
hold buffers,0,0
-- stage by stage --
stage	area, um2	setup slack, ns	power, mW	TNS, ns
final	1570	-0.101	0.616	-2.64
after global placement	1540	-0.492	0.654	-15.26
after floorplan	544	0.0669	0.206	0
after global routing	1570	-0.110	0.662	-3.26
after CTS	1500	-0.0918	0.593	-2.59
after detailed placement	1540	-0.496	0.656	-15.30
-- per-layer routing --
layer | GRT usage | vias to the layer above | part of all wire
met5 | 0 | - | 0
met4 | 0.00704 | 0 | 0.0072
met3 | 0.0250 | 2 | 0.095
met2 | 0.139 | 53 | 0.49
met1 | 0.105 | 323 | 0.41
li1 | - | 342 | -
-- layout by cell type, fill, tap and decap left out --
cell	count
sky130_fd_sc_hd__clkbuf_16	1
sky130_fd_sc_hd__buf_16	4
sky130_fd_sc_hd__dlygate4sd2_1	64
sky130_fd_sc_hd__buf_2	11
sky130_fd_sc_hd__mux2_4	32
sky130_fd_sc_hd__buf_12	2
sky130_fd_sc_hd__buf_6	21
-- power groups by stage --
stage	Clock, mW	Sequential (mW)	Combinational (mW)
after global routing	0	0	0.662
after CTS	0	0	0.593
final	0	0	0.616
-- layout make-up --
cell class,count,area [um2],share of cell area
Tap cell,46,57.6,0.0368
Timing Repair Buffer,103,1030,0.656
Multi-Input combinational cell,32,480,0.307
-- cells by family (layout without fill, tap and decap cells) --
kind of cell  Yosys count  after routing  share of synthesized area
mux                    32             32                      0.869
buf+inv                 4            103                      0.131
Power is estimated from default activity; no workload was simulated.
