==> /design/flow/design.v <==
`timescale 1ns / 1ps
module RegFile(RA1, RA2, WA, WD, WE1, RD1, RD2, clk, rst);
input [5:0] RA1;   
input [5:0] RA2;   
input [5:0] WA;    
input [31:0] WD;   
input WE1;   
output [31:0] RD1;  
output [31:0] RD2;  
input clk;
input rst;
reg [31:0] regs[0:63];
integer i;
integer j;
initial begin
    for (i = 0; i<64; i=i+1) begin
       regs[i] <= 0;
    end
end
assign RD1 = (RA1==0) ? 32'b0 : regs[RA1];
assign RD2 = (RA2==0) ? 32'b0 : regs[RA2];
always @(posedge clk) begin
    if(rst) begin
        for(j = 0; j<64; j = j+1) begin
            regs[j] <= 32'b0;
        end
    end else begin
        if(WE1) begin 
            regs[WA] <= WD;
        end 
    end
end
endmodule
==> /design/flow/run.sh <==
#!/bin/bash
# OpenROAD 26Q1-2900-gdf79404cd8, Yosys 0.63+post, stock flow scripts
make -C /OpenROAD-flow-scripts/flow DESIGN_CONFIG=/design/flow/config.mk WORK_HOME=/design/flow/orfs finish
==> /design/flow/config.mk <==
export PLATFORM = sky130hd
export DESIGN_NAME = RegFile
export DESIGN_NICKNAME = RegFile
export VERILOG_FILES = /design/flow/design.v
export SDC_FILE = /design/flow/constraint.sdc
export NUM_CORES = 4
export LEC_CHECK = 1
export CORE_UTILIZATION = 30
==> /design/flow/constraint.sdc <==
current_design RegFile

set clk_period 37.4
set clk_io_pct 0.2

create_clock -name clk0 -period $clk_period [get_ports {clk}]

set non_clock_inputs [all_inputs -no_clocks]
set_input_delay [expr $clk_period * $clk_io_pct] -clock clk0 $non_clock_inputs
set_output_delay [expr $clk_period * $clk_io_pct] -clock clk0 [all_outputs]
==> flow_metrics.env <==
# flow metrics
export IMPL_outcome="completed"
export IMPL_fillers=34000
export IMPL_syn_cell_area_um2=110000
export IMPL_edf_count=2048
export IMPL_pwr_share_clk_pct=37.5
export IMPL_critPathMostFrequentCell="buf_4"
export IMPL_top_usage_layer="met2"
export IMPL_grt_pass1_vias=73800
export IMPL_cpPeakStageDelay_ps=820
export IMPL_largest_register="regs"
export IMPL_rows=221
export IMPL_power_switching_mw=1.45
export IMPL_common_cells="and2_1, edfxtp_1, mux4_2, clkbuf_1, mux2i_1"
export IMPL_numCtsBuffers=217
export IMPL_drv_slew=0
export IMPL_seqPwrFrac_pct=49.0
export IMPL_stdcell_count=12000
export IMPL_via_count=67800
export IMPL_core_um2=363000
export IMPL_synthCells=7152
export IMPL_cts_hold_buffers_added=0
export IMPL_grt_util_met1_pct=22.8
export IMPL_xor_share_pct=0
export IMPL_hold_path_depth=2
export IMPL_antenna_left=0
export IMPL_root_buffer="clkbuf_16"
export IMPL_clk_path_buf_depth=4
export IMPL_setup_violations=0
export IMPL_clk_pin_slew_ps=60
export IMPL_area_delta_synth_final_pct=12.0
export IMPL_hold_viol_final=0
export IMPL_cts_tree="done"
export IMPL_wl_per_cell_um=36.1
export IMPL_ys_sh_adder_pct=0
export IMPL_via_per_inst=5.65
export IMPL_area_leaders="edfxtp_1, mux4_2, and2_1"
export IMPL_top_logic_kind="multiplexers"
export IMPL_fin_crit_sh_pct=56.1
export IMPL_postSynthSeqShare_pct=56.1
export IMPL_grt_max_degree=79
export IMPL_synth_seq_cells=2048
export IMPL_maxCapViolCount=0
export IMPL_ys_flop_type="edfxtp_1"
export IMPL_met3_usage_pct=23.2
export IMPL_max_freq_ghz=0.0477
export IMPL_dp_cells=11600
export IMPL_avgSynthCellArea_um2=15.3
export IMPL_ys_sh_simple_pct=13.4
export IMPL_die_w_um=606
export IMPL_htree_levels=4
export IMPL_initial_utilization_pct=30.2
export IMPL_utilization_pct=33.8
export IMPL_clkSinkCount=2048
export IMPL_post_cts_buffers=0
export IMPL_setup_tns_ps=0
export IMPL_path_class="in2out"
export IMPL_period_minus_slack_ps=20960
export IMPL_place_gp_congestion=0.978
export IMPL_comb_power_share_pct=13.5
export IMPL_post_cts_resized=0
export IMPL_grt_pass1_wl_um=594000
export IMPL_worst_ep_arrival_time_ps=13480
export IMPL_async_flop_share_pct=0
export IMPL_first_pass_iters=6
export IMPL_pwr_density_cell_nw_per_um2=45.0
export IMPL_ys_types=48
export IMPL_synth_warning_count=1
export IMPL_critical_path_max_fanout=43
export IMPL_min_delay_start="WD[18]"
export IMPL_yosys_mux_area_fraction_pct=23.8
export IMPL_track_usage_pct=25.2
export IMPL_rsz0062_at_grt="false"
export IMPL_drive_gt1_share_pct=26.2
export IMPL_top_area_cell="edfxtp_1"
export IMPL_crit_required_ps=29920
export IMPL_crit_chain="buf_8, buf_4, buf_4, buf_4, buf_4, buf_4, mux4_2, mux2i_1, a21oi_1, nor2_1, o31ai_1, buf_4, clkdlybuf4s50_1"
export IMPL_ys_cells=7152
export IMPL_aoi_share_pct=3.43
export IMPL_relSlewSlack_pct=8.86
export IMPL_remaining_drc_errors=0
export IMPL_log_warning_count=26
export IMPL_drt_total_wl_um=434000
export IMPL_p_sw_share_pct=26.3
export IMPL_worstMarginPinSlew_ps=1370
export IMPL_antenna_found_initial=43
export IMPL_gr_total_overflow=0
export IMPL_irDropWorstVdd_mv=0.0396
export IMPL_p_int_mw=4.07
export IMPL_crit_slowest_cell="o31ai_1"
export IMPL_fin_ws_ps=16440
export IMPL_dieArea_um2=368000
export IMPL_num_io_pins=117
export IMPL_largest_reg_flops=2048
export IMPL_reg_top3="regs (2048)"
export IMPL_cp_start_kind="primary input"
export IMPL_io_buffers=116
export IMPL_hold_path_class="in2reg"
export IMPL_end_kind="output port"
export IMPL_hold_end="regs[9][18]"
export IMPL_drt_iter0_markers=4737
export IMPL_grtUsageMet2_pct=35.3
export IMPL_hpwl_um=266000
export IMPL_die_y_um=606
export IMPL_ys_area_um2=110000
export IMPL_top_area_share_pct=56.1
export IMPL_p_leak_nw=41.1
export IMPL_place_ws_ps=16560
export IMPL_synth_top_cell_by_count="and2_1"
how the worst max path moves through the flow:
| stage | startpoint | end | slack [ps] | depth (start not counted) |
|---|---|---|---|---|
| after global routing | RA1[1] | RD1[20] | 16190 | 13 |
| final | RA1[1] | RD1[20] | 16440 | 13 |
| after CTS | RA1[1] | RD1[20] | 16540 | 13 |
power by group through the flow:
stage | Clock [mW] | Combinational, mW | Sequential, mW
4_1_cts | 2.08 | 0.730 | 2.70
5_1_grt | 2.16 | 0.765 | 2.72
6_report | 2.07 | 0.746 | 2.70
through the flow:
stage	instance area [um^2]	power [mW]	hold WS [ps]
floorplan	110000	3.13	7940
global placement	116000	3.47	7960
detailed placement	116000	3.48	7970
CTS	123000	5.52	7040
global route	123000	5.64	7080
finish	123000	5.52	7070
critical path, delay by kind of cell:
kind                   cells  cell delay (ps)
AND-OR/OR-AND              2             1010
multiplexers               2              410
AND/OR/NAND/NOR            1               60
buffers and inverters      8             4280
cell families after synthesis:
group,after synthesis
compound gates,512
mux,1345
simple gates,2438
buf+inv,809
flops,2048
routing by layer:
| layer | share of wire (%) | wire (um) |
|---|---|---|
| met1 | 27 | 118000 |
| met2 | 43 | 189000 |
| met3 | 21 | 89000 |
| met4 | 8.2 | 35500 |
| met5 | 0.60 | 2600 |
final cells by class:
class | count | area (um^2) | area share (%)
Sequential cell | 2048 | 61500 | 50.1
Inverter | 4 | 20.0 | 0.0163
Tap cell | 4794 | 6000 | 4.89
Antenna cell | 37 | 92.6 | 0.0755
Timing Repair Buffer | 454 | 3630 | 2.96
Clock inverter | 113 | 833 | 0.679
Multi-Input combinational cell | 4295 | 45000 | 36.6
Clock buffer | 264 | 5670 | 4.62
cells in the final DEF (no fill, tap or decap), types with 14 or more instances in the layout:
cell type           n
a211o_1            16
nor2_1             86
buf_4             334
a211oi_1           22
mux4_2            996
a22o_1             18
nor2_4             47
a21oi_1            78
and2_1           2054
nor2b_1            14
mux2i_1           273
clkinv_2           38
or2_2              65
a22oi_1            77
nor2_2             17
a221oi_1           65
nand2_1            83
mux2_2             75
o21ai_0            19
buf_2              34
edfxtp_1         2048
clkdlybuf4s50_1    72
clkbuf_1           44
nand2b_1           15
o21ai_1            18
diode_2            37
clkinv_1           57
o221ai_1           77
clkbuf_16         220
o22ai_1            45
Power is estimated from default activity; no workload was simulated.
